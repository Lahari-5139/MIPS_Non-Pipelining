--- ./constraint.sdc ---
current_design adder_16bit

set clk_period 2.4
set clk_io_pct 0.2

create_clock -name clk0 -period $clk_period

set non_clock_inputs [all_inputs -no_clocks]
set_input_delay [expr $clk_period * $clk_io_pct] -clock clk0 $non_clock_inputs
set_output_delay [expr $clk_period * $clk_io_pct] -clock clk0 [all_outputs]
--- ./run.sh ---
#!/bin/bash
# OpenROAD 26Q1-2900-gdf79404cd8, Yosys 0.63+post, stock flow scripts
make -C /OpenROAD-flow-scripts/flow DESIGN_CONFIG=/design/flow/config.mk WORK_HOME=/design/flow/orfs finish
--- ./design.v ---
module Full_Adder(D1, D2, Cin,Sum_out, Cout);
input D1, D2, Cin; 
output Sum_out, Cout;
wire a1, a2, a3;    
xor u1(a1,D1,D2);
and u2(a2,D1,D2);
and u3(a3,a1,Cin);
or u4(Cout,a2,a3);
xor u5(Sum_out,a1,Cin); 
endmodule  
module adder_4bit ( a ,b ,cin,sum ,carry );
output [3:0] sum;
output carry;
input [3:0] a;
input [3:0] b;
input cin; 
wire [2:0]s;
Full_Adder u0 (a[0],b[0],1'b0,sum[0],s[0]);
Full_Adder u1 (a[1],b[1],s[0],sum[1],s[1]);
Full_Adder u2 (a[2],b[2],s[1],sum[2],s[2]);
Full_Adder u3 (a[3],b[3],s[2],sum[3],carry);
endmodule
module adder_16bit(a,b,sum,carry);
input [15:0] a;
input [15:0] b;
output [15:0] sum;
output carry;
wire[2:0] s;
adder_4bit u0 (a[3:0],b[3:0],1'b0,sum[3:0],s[0]);
adder_4bit u1 (a[7:4],b[7:4],s[0],sum[7:4],s[1]);
adder_4bit u2 (a[11:8],b[11:8],s[1],sum[11:8],s[2]);
adder_4bit u3 (a[15:12],b[15:12],s[2],sum[15:12],carry);
endmodule
--- ./config.mk ---
export PLATFORM = sky130hd
export DESIGN_NAME = adder_16bit
export DESIGN_NICKNAME = adder_16bit
export VERILOG_FILES = /design/flow/design.v
export SDC_FILE = /design/flow/constraint.sdc
export NUM_CORES = 4
export LEC_CHECK = 1
export CORE_AREA = 10 10 70 70
export DIE_AREA = 0 0 80 80
==> results.txt <==
Here are the numbers from the latest Yosys + OpenROAD run.

Sequential elements use 0% of the synthesized area. The final max-slew violation count recorded for this run is 0. The number of sequential storage elements came out at 0. The overall global routing resource usage is 3.972%. The relative slew slack is 93.42%. For met1 alone, demand over resource in global routing was 3.479%. The via count of the first global-routing pass is 447. For reference, the top cells by area after synthesis are sky130_fd_sc_hd__fa_1 41%, sky130_fd_sc_hd__buf_4 27%, sky130_fd_sc_hd__xor3_1 16%. The number of hold-repair buffers added at the cts stage is 0. The share of power burned in registers came out at 0%. The tally of OpenROAD warnings is 35.

The post-route DRC violation count came out at 0. The die area came out at 0.006400 sq mm. Setup repair after global routing could not meet its margin everywhere. The mean cell area of the mapped netlist came out at 11.90 sq um. Before any placement, the netlist area is recorded as 440.4 sq um. Per the power-grid run, VDD falls by no more than 47.30 uV. 0 antenna diodes ended up in the layout. The total number of placement rows came out at 21. The post-route clock period utilization came out at 103.4%. The largest net degree at the start of global routing is 2. In the floorplan report the effective utilization is 12.89%.

The post-synthesis cell type count came out at 5. The type of the tightest min-delay check is input port to output pin. The share of power burned in combinational logic came out at 100.0%.

The final timing report gives a worst setup slack of -80.41 ps. The floorplan step set the die height to 80 um. From synthesis to final layout, the design area changed by 98.86%. The share of power burned in the clock network is 0%. The initial antenna violation count came out at 0. Summed over all nets, the half-perimeter wirelength after detailed placement is 1340 um. The synthesized chip area reported by yosys is 440.4 sq um. The number of buffers added on ports came out at 49. The weighted congestion at the end of routability-driven global placement came out at 0.7963.

Max-cap violations in this run came to 0. The worst setup path is launched from an input port. The iteration count of the initial detailed-routing pass is 1.

The count of boundary I/O pins is 49. The final reports fail on setup timing. The clock buffer count came out at 0. The data required time of the worst path came out at 1920 ps.

The internal power contribution is 120.5 uW. Per the final layout report, the fraction of cells sized above drive strength 1 comes to 34.29%. The power after layout is 163.3 uW. The warning count from the yosys run came out at 0. Using the TritonRoute via totals, the vias-per-cell ratio works out to 3.052. The critical path data arrival time is 2000 ps. Once iteration 0 of detailed routing completed, the report listed 0 DRC markers. Summing all flip-flop and latch instances after layout gives 0 sq um.

The floorplan step defined a core boundary enclosing 0.003416 sq mm. The final hold violation count came out at 0. The slew of the pin with the lowest slew margin came out at 98.47 ps. The most crowded layer after global routing is met2. On met3, the global router reports a usage of 1.136%. In the setup report, the worst path falls into the class input port to output pin.

The final cell count without fillers came out at 116. The number of fill cells in the layout came out at 366. Per the summary, power density relative to cell area is 186.5 mW/mm^2. The biggest fanout along the worst timing path came out at 1. The count of instantiated cells in the yosys netlist came out at 37. The flow ran to the end, but the final reports show violations. In this run, placement finished with an instance count of 116.

The biggest area contributor in the post-synthesis netlist is sky130_fd_sc_hd__fa_1. The switching power of the nets came out at 42.84 uW. The final report lists the setup-violating endpoint count as 1. The total via count after detailed routing is 354. The detailed router reported a total wirelength of 1384 um. The switching power share of the total is 26.23%. The top cell type by area accounts for 40.91% of the synthesized area.

Dividing the detail-routed wire length by the instance count gives 11.93 um. The count of nets left with antenna violations once routing finished came out at 0. The worst setup path is captured at an output pin. The final critical-path required period is 2480 ps.

The number of cells produced by synthesis is 37. The met2 track demand over resource in global routing is 8.748%. The first global-routing pass estimated 2076 um of wire. The horizontal die dimension came out at 80 um. The leftover overflow at the end of global routing came out at 0. The static power due to leakage came out at 0.0003783 uW. The maximum operating frequency came out at 403.2 MHz.
path summary, 6_finish.rpt:
check	from	endpoint	slack, ps	cells after the start
worst max-delay path	a[12]	sum[15]	-80	8
worst min-delay path	b[14]	sum[14]	1570	3
cells in the mapped netlist (all sizes together):
cell type	count
fa	9
buf	16
xor3	3
ha	4
inv	5
logic make-up (layout without fill, tap and decap cells):
group	after synthesis	count (layout)	share of synthesized area, %
XOR/XNOR	3	3	16.19
adder cells (fa/ha/maj)	13	13	52.27
buffers and inverters	21	54	31.54
power groups by stage:
stage | Combinational [uW] | Clock, uW | Sequential, uW
5_1_grt | 186 | 0 | 0
6_report | 163 | 0 | 0
4_1_cts | 171 | 0 | 0
critical path: stages:
cell and delay [ps]:
sky130_fd_sc_hd__buf_6 100, sky130_fd_sc_hd__ha_4 150, sky130_fd_sc_hd__fa_2 330, sky130_fd_sc_hd__fa_2 340
sky130_fd_sc_hd__inv_2 60, sky130_fd_sc_hd__fa_1 400, sky130_fd_sc_hd__inv_1 60, sky130_fd_sc_hd__buf_2 90
final cells by class:
class	count	area, sq um	share of cell area (%)
tap	46	57.56	6.571
inverter	5	18.77	2.143
timing repair buffer	49	447.9	51.14
multi-input combinational	16	351.6	40.14
layout by cell type, fill, tap and decap left out, drive strengths merged:
| cell | instances |
|---|---|
| ha | 4 |
| buf | 11 |
| inv | 5 |
| dlygate4sd2 | 10 |
| xor3 | 3 |
| fa | 9 |
| clkdlybuf4s50 | 22 |
| clkdlybuf4s15 | 6 |
through the flow:
step | worst slack [ps] | instance area (sq um) | TNS [ps] | hold slack [ps] | util, %
floorplan | -2.108 | 457.9 | -2.108 | 1129 | -
global placement | -884.8 | 885.9 | -6227 | 1978 | 25.93
detailed placement | -922.6 | 885.9 | -6391 | 1967 | 25.93
CTS | -109.8 | 875.8 | -111.5 | 1582 | 25.64
global route | -152.3 | 875.8 | -188.6 | 1615 | 25.64
finish | -80.41 | 875.8 | -80.41 | 1572 | 25.64
per-layer routing:
| metal | vias up | part of all wire [%] |
|---|---|---|
| met4 | 0 | 0 |
| met2 | 14 | 64 |
| met1 | 177 | 27 |
| met3 | 0 | 9.0 |
| met5 | - | 0 |
| li1 | 163 | - |
what timing repair did:
action | 4_1_cts | 5_1_grt
setup endpoints to repair | 13 | 4
buffers inserted | 0 | 0
gates resized | 70 | 2
pin swaps | 15 | 2
Power and IR drop assume default switching activity.
